## /design/flow/run.sh

```bash
#!/bin/bash
# OpenROAD 26Q1-2900-gdf79404cd8, Yosys 0.63+post, stock flow scripts
make -C /OpenROAD-flow-scripts/flow DESIGN_CONFIG=/design/flow/config.mk WORK_HOME=/design/flow/orfs finish
```

## /design/flow/config.mk

```make
export PLATFORM = sky130hd
export DESIGN_NAME = fft_core8
export DESIGN_NICKNAME = fft_core8
export VERILOG_FILES = /design/flow/design.v
export SDC_FILE = /design/flow/constraint.sdc
export NUM_CORES = 4
export LEC_CHECK = 1
export CORE_UTILIZATION = 50
```

## /design/flow/constraint.sdc

```tcl
current_design fft_core8

set clk_period 77.1
set clk_io_pct 0.2

create_clock -name clk0 -period $clk_period

set non_clock_inputs [all_inputs -no_clocks]
set_input_delay [expr $clk_period * $clk_io_pct] -clock clk0 $non_clock_inputs
set_output_delay [expr $clk_period * $clk_io_pct] -clock clk0 [all_outputs]
```

## /design/flow/design.v

```verilog
`timescale  1ns/1ps
module fft_core2(
    fft_data_re1_i,
    fft_data_im1_i,
    fft_data_re2_i,
    fft_data_im2_i,
    fft_wn_re_i,
    fft_wn_im_i,
    fft_data_re1_o,
    fft_data_im1_o,
    fft_data_re2_o,
    fft_data_im2_o
);
input signed    [10 -1 :0] fft_data_re1_i, fft_data_re2_i;
input signed    [10 -1 :0] fft_data_im1_i, fft_data_im2_i;
input signed    [10 -1 :0] fft_wn_re_i;
input signed    [10 -1 :0] fft_wn_im_i;
output signed [10 -1 :0] fft_data_re1_o, fft_data_re2_o;
output signed [10 -1 :0] fft_data_im1_o, fft_data_im2_o;
wire signed [10 + 10 -1 :0] fft_re1_enl, fft_im1_enl;  
wire signed [10 + 10 -1 :0] fft_re2_enl, fft_im2_enl;  
reg signed  [10 + 10 -1 :0] fft_cal_re1_out, fft_cal_im1_out;
reg signed  [10 + 10 -1 :0] fft_cal_re2_out, fft_cal_im2_out;
assign fft_re1_enl = {{10{fft_data_re1_i[10 -1]}}, fft_data_re1_i};
assign fft_im1_enl = {{10{fft_data_im1_i[10 -1]}}, fft_data_im1_i};
assign fft_re2_enl = {{10{fft_data_re2_i[10 -1]}}, fft_data_re2_i};
assign fft_im2_enl = {{10{fft_data_im2_i[10 -1]}}, fft_data_im2_i};
always @(*) begin
    fft_cal_re1_out = (fft_re1_enl << 8) + (fft_re2_enl*fft_wn_re_i - fft_im2_enl*fft_wn_im_i);
    fft_cal_im1_out = (fft_im1_enl << 8) + (fft_re2_enl*fft_wn_im_i + fft_im2_enl*fft_wn_re_i);
    fft_cal_re2_out = (fft_re1_enl << 8) - (fft_re2_enl*fft_wn_re_i - fft_im2_enl*fft_wn_im_i);
    fft_cal_im2_out = (fft_im1_enl << 8) - (fft_re2_enl*fft_wn_im_i + fft_im2_enl*fft_wn_re_i);
end
assign fft_data_re1_o = (fft_cal_re1_out >> 8) + fft_cal_re1_out[8 -1];
assign fft_data_im1_o = (fft_cal_im1_out >> 8) + fft_cal_im1_out[8 -1];
assign fft_data_re2_o = (fft_cal_re2_out >> 8) + fft_cal_re2_out[8 -1];
assign fft_data_im2_o = (fft_cal_im2_out >> 8) + fft_cal_im2_out[8 -1];
endmodule
`timescale  1ns/1ps
module fft_core4(
    fft_data_re_i,
    fft_data_im_i,
    fft_wn_re_i,
    fft_wn_im_i,
    fft_data_re_o,
    fft_data_im_o
);
input   [4 * 10  -1 : 0]  fft_data_re_i, fft_data_im_i;
input   [2 * 10    -1 : 0]  fft_wn_re_i, fft_wn_im_i;
output  [4 * 10  -1 : 0]  fft_data_re_o, fft_data_im_o;
wire    [4 * 10  -1 : 0] fft_data_re_stage1;
wire    [4 * 10  -1 : 0] fft_data_im_stage1;
wire    [4 * 10  -1 : 0] fft_data_re_stage2;
wire    [4 * 10  -1 : 0] fft_data_im_stage2;
fft_core2 fft_core2_u11(
    .fft_data_re1_i(fft_data_re_i[10 -1 : 0]),
    .fft_data_im1_i(fft_data_im_i[10 -1 : 0]),
    .fft_data_re2_i(fft_data_re_i[2*10 -1 : 10]),
    .fft_data_im2_i(fft_data_im_i[2*10 -1 : 10]),
    .fft_wn_re_i(fft_wn_re_i[10 -1 : 0]),
    .fft_wn_im_i(fft_wn_im_i[10 -1 : 0]),
    .fft_data_re1_o(fft_data_re_stage1[10 -1 : 0]),
    .fft_data_im1_o(fft_data_im_stage1[10 -1 : 0]),
    .fft_data_re2_o(fft_data_re_stage1[2*10 -1 : 10]),
    .fft_data_im2_o(fft_data_im_stage1[2*10 -1 : 10])
);
fft_core2 fft_core2_u12(
    .fft_data_re1_i(fft_data_re_i[3*10 -1 : 2*10]),
    .fft_data_im1_i(fft_data_im_i[3*10 -1 : 2*10]),
    .fft_data_re2_i(fft_data_re_i[4*10 -1 : 3*10]),
    .fft_data_im2_i(fft_data_im_i[4*10 -1 : 3*10]),
    .fft_wn_re_i(fft_wn_re_i[10 -1 : 0]),
    .fft_wn_im_i(fft_wn_im_i[10 -1 : 0]),
    .fft_data_re1_o(fft_data_re_stage1[3*10 -1 : 2*10]),
    .fft_data_im1_o(fft_data_im_stage1[3*10 -1 : 2*10]),
    .fft_data_re2_o(fft_data_re_stage1[4*10 -1 : 3*10]),
    .fft_data_im2_o(fft_data_im_stage1[4*10 -1 : 3*10])
);
fft_core2 fft_core2_u21(
    .fft_data_re1_i(fft_data_re_stage1[10 -1 : 0]),
    .fft_data_im1_i(fft_data_im_stage1[10 -1 : 0]),
    .fft_data_re2_i(fft_data_re_stage1[3*10 -1 : 2*10]),
    .fft_data_im2_i(fft_data_im_stage1[3*10 -1 : 2*10]),
    .fft_wn_re_i(fft_wn_re_i[10 -1 : 0]),
    .fft_wn_im_i(fft_wn_im_i[10 -1 : 0]),
    .fft_data_re1_o(fft_data_re_stage2[10 -1 : 0]),
    .fft_data_im1_o(fft_data_im_stage2[10 -1 : 0]),
    .fft_data_re2_o(fft_data_re_stage2[3*10 -1 : 2*10]),
    .fft_data_im2_o(fft_data_im_stage2[3*10 -1 : 2*10])
);
fft_core2 fft_core2_u22(
    .fft_data_re1_i(fft_data_re_stage1[2*10 -1 : 10]),
    .fft_data_im1_i(fft_data_im_stage1[2*10 -1 : 10]),
    .fft_data_re2_i(fft_data_re_stage1[4*10 -1 : 3*10]),
    .fft_data_im2_i(fft_data_im_stage1[4*10 -1 : 3*10]),
    .fft_wn_re_i(fft_wn_re_i[2*10 -1 : 10]),
    .fft_wn_im_i(fft_wn_im_i[2*10 -1 : 10]),
    .fft_data_re1_o(fft_data_re_stage2[2*10 -1 : 10]),
    .fft_data_im1_o(fft_data_im_stage2[2*10 -1 : 10]),
    .fft_data_re2_o(fft_data_re_stage2[4*10 -1 : 3*10]),
    .fft_data_im2_o(fft_data_im_stage2[4*10 -1 : 3*10])
);
assign fft_data_re_o = fft_data_re_stage2;
assign fft_data_im_o = fft_data_im_stage2;
endmodule
`timescale  1ns/1ps
module fft_core8 ( 
    fft_data_re_i,
    fft_data_im_i,
    fft_wn_re_i,
    fft_wn_im_i,
    fft_data_re_o,
    fft_data_im_o
);
input   [8 * 10  -1 : 0]  fft_data_re_i, fft_data_im_i;
input   [4 * 10    -1 : 0]  fft_wn_re_i, fft_wn_im_i;
output  [8 * 10  -1 : 0]  fft_data_re_o, fft_data_im_o;
wire    [8 * 10  -1 : 0] fft_data_re_stage2;
wire    [8 * 10  -1 : 0] fft_data_im_stage2;
wire    [8 * 10  -1 : 0] fft_data_re_stage3;
wire    [8 * 10  -1 : 0] fft_data_im_stage3;
fft_core4 fft_core4_u11 ( 
    .fft_data_re_i ( fft_data_re_i[4*10 -1 : 0] ),
    .fft_data_im_i ( fft_data_im_i[4*10 -1 : 0] ),
    .fft_wn_re_i ( {fft_wn_re_i[3*10 -1 : 2*10], fft_wn_re_i[10 -1 : 0]} ),
    .fft_wn_im_i ( {fft_wn_im_i[3*10 -1 : 2*10], fft_wn_im_i[10 -1 : 0]} ),
    .fft_data_re_o ( fft_data_re_stage2[4*10 -1 : 0] ),
    .fft_data_im_o ( fft_data_im_stage2[4*10 -1 : 0] )
 );
fft_core4 fft_core4_u12 ( 
    .fft_data_re_i ( fft_data_re_i[8*10 -1 : 4*10] ),
    .fft_data_im_i ( fft_data_im_i[8*10 -1 : 4*10] ),
    .fft_wn_re_i ( {fft_wn_re_i[3*10 -1 : 2*10], fft_wn_re_i[10 -1 : 0]} ),
    .fft_wn_im_i ( {fft_wn_im_i[3*10 -1 : 2*10], fft_wn_im_i[10 -1 : 0]} ),
    .fft_data_re_o ( fft_data_re_stage2[8*10 -1 : 4*10] ),
    .fft_data_im_o ( fft_data_im_stage2[8*10 -1 : 4*10] )
 );
fft_core2 fft_core2_u31 ( 
    .fft_data_re1_i ( fft_data_re_stage2[10 -1 : 0] ),
    .fft_data_im1_i ( fft_data_im_stage2[10 -1 : 0] ),
    .fft_data_re2_i ( fft_data_re_stage2[5*10 -1 : 4*10] ),
    .fft_data_im2_i ( fft_data_im_stage2[5*10 -1 : 4*10] ),
    .fft_wn_re_i ( fft_wn_re_i[10 -1 : 0] ),
    .fft_wn_im_i ( fft_wn_im_i[10 -1 : 0] ),
    .fft_data_re1_o ( fft_data_re_stage3[10 -1 : 0] ),
    .fft_data_im1_o ( fft_data_im_stage3[10 -1 : 0] ),
    .fft_data_re2_o ( fft_data_re_stage3[5*10 -1 : 4*10] ),
    .fft_data_im2_o ( fft_data_im_stage3[5*10 -1 : 4*10] )
 );
fft_core2 fft_core2_u32 ( 
    .fft_data_re1_i ( fft_data_re_stage2[2*10 -1 : 10] ),
    .fft_data_im1_i ( fft_data_im_stage2[2*10 -1 : 10] ),
    .fft_data_re2_i ( fft_data_re_stage2[6*10 -1 : 5*10] ),
    .fft_data_im2_i ( fft_data_im_stage2[6*10 -1 : 5*10] ),
    .fft_wn_re_i ( fft_wn_re_i[2*10 -1 : 10] ),
    .fft_wn_im_i ( fft_wn_im_i[2*10 -1 : 10] ),
    .fft_data_re1_o ( fft_data_re_stage3[2*10 -1 : 10] ),
    .fft_data_im1_o ( fft_data_im_stage3[2*10 -1 : 10] ),
    .fft_data_re2_o ( fft_data_re_stage3[6*10 -1 : 5*10] ),
    .fft_data_im2_o ( fft_data_im_stage3[6*10 -1 : 5*10] )
 );
fft_core2 fft_core2_u33 ( 
    .fft_data_re1_i ( fft_data_re_stage2[3*10 -1 : 2*10] ),
    .fft_data_im1_i ( fft_data_im_stage2[3*10 -1 : 2*10] ),
    .fft_data_re2_i ( fft_data_re_stage2[7*10 -1 : 6*10] ),
    .fft_data_im2_i ( fft_data_im_stage2[7*10 -1 : 6*10] ),
    .fft_wn_re_i ( fft_wn_re_i[3*10 -1 : 2*10] ),
    .fft_wn_im_i ( fft_wn_im_i[3*10 -1 : 2*10] ),
    .fft_data_re1_o ( fft_data_re_stage3[3*10 -1 : 2*10] ),
    .fft_data_im1_o ( fft_data_im_stage3[3*10 -1 : 2*10] ),
    .fft_data_re2_o ( fft_data_re_stage3[7*10 -1 : 6*10] ),
    .fft_data_im2_o ( fft_data_im_stage3[7*10 -1 : 6*10] )
 );
fft_core2 fft_core2_u34 ( 
    .fft_data_re1_i ( fft_data_re_stage2[4*10 -1 : 3*10] ),
    .fft_data_im1_i ( fft_data_im_stage2[4*10 -1 : 3*10] ),
    .fft_data_re2_i ( fft_data_re_stage2[8*10 -1 : 7*10] ),
    .fft_data_im2_i ( fft_data_im_stage2[8*10 -1 : 7*10] ),
    .fft_wn_re_i ( fft_wn_re_i[4*10 -1 : 3*10] ),
    .fft_wn_im_i ( fft_wn_im_i[4*10 -1 : 3*10] ),
    .fft_data_re1_o ( fft_data_re_stage3[4*10 -1 : 3*10] ),
    .fft_data_im1_o ( fft_data_im_stage3[4*10 -1 : 3*10] ),
    .fft_data_re2_o ( fft_data_re_stage3[8*10 -1 : 7*10] ),
    .fft_data_im2_o ( fft_data_im_stage3[8*10 -1 : 7*10] )
 );
assign fft_data_re_o = fft_data_re_stage3;
assign fft_data_im_o = fft_data_im_stage3;
endmodule
```

==> reports/qor.csv <==
metric,value,unit
run_status,"complete, no violations",
critical-path-top-delay-family,adder cells,
cts_resized,0,
io_pins,400,
fmax,0.01787,GHz
grt_setup_unrepaired,false,
worst_hold_path_type,in -> out,
finalCritPeriodShare,0.7257,
synth-seq-area-share,0,
critPathMostFrequentCell,fa_1,
hold_start,fft_wn_im_i[8],
cpPeakStageDelay,590,ps
gp_congestion,0.9690,
worstSetupStartpoint,fft_wn_re_i[1],
portBuffers,400,
drt-total-wl,571.5,mm
floorplan.die.width,635.0,µm
synth.yosys.chip_area,0.2003,mm²
post_cts_hold_buffer_count,0,
setup_total_negative_slack,0,ps
final_layout_size_suffix_gt1_frac,0.03453,
power-per-cell-area,10320,mW/mm²
preCtsSetupSlack,21100,ps
clock_buffer_count,0,
timing.final.ws_setup,21150,ps
power.switching_fraction,0.5716,
leakage,105.1,nW
design.seq.count,0,
crit_slowest_cell,fa_1,
grt_first_pass_wirelength,907.5,mm
drt_iter0_drc,5437,
detailedPlacementHpwl,471.9,mm
synthCells,21959,
drt-pass1-iter-count,6,
grt_util_overall,0.3187,
area_growth,5.450,%
net-switching-power,1246,mW
drt_drc_violations_left,0,
die_height,635.0,µm
number_of_fillers_in_the_final_layout,36560,
finalSetupViolCount,0,
final_antenna_net_count,0,
antenna_found_initial,42,
critical_path_fanout_max,44,
count_of_warning_messages_emitted_by_the_tools,278,
slew-limit-headroom,0.3038,
count_of_synthesis_stage_warnings_from_yosys,1,
row_count,232,
postCtsSetupBuffers,0,
chipArea,0.4032,mm²
synth.lib_cells_used.distinct,104,
fin_util,0.5293,
routed_wire_length_per_instance,21.10,µm
syn_avg_cell_area,9.123,µm²
yosys_cells,21959,
grt_pass1_vias,152760,
avgViaCountPerCell,5.141,
hold_violations,0,
core_area,0.3991,mm²
timing.critical_path.to_type,output pin,
cp_data_required_time,61680,ps
cp_data_arrival_time,40530,ps
seq_area,0,µm²
slew_violations,0,
worst_pin_slew,1036,ps
dr_total_vias,139202,
netlist_area,0.2003,mm²
timing.critical_path.from_type,input port,
intPower,933.7,mW
timing_worst_setup_path_type,in -> out,
grt_max_degree,76,
grt_overflow_total,0,
ir_drop,0.007223,V
initCoreUtil,0.5019,
number_of_buffers_and_inverters_on_the_critical_path,21,
cap_violations,0,
period_minus_slack,55950,ps
## area by class of cell
cell class,instances,area (µm²),area share
Antenna cell,37,92.59,0.0004383
Inverter,4831,18140,0.08586
Multi-Input combinational cell,16071,178900,0.8469
Tap cell,5265,6588,0.03118
Timing Repair Buffer,874,7531,0.03565
## kinds of logic after synthesis
| group | Yosys count | synth area share |
|---|---|---|
| buf+inv | 5888 | 0.1104 |
| compound gates | 1363 | 0.04431 |
| mux | 18 | 0.0009368 |
| simple gates | 5951 | 0.1545 |
| xor+xnor | 1769 | 0.07973 |
| fa+ha+maj | 6970 | 0.6101 |
## stage by stage
| step | hold slack (ps) | instance area [µm²] | std cells | power, mW |
|---|---|---|---|---|
| 6_report | 32370 | 211300 | 27078 | 2180 |
| 5_1_grt | 32440 | 211200 | 27066 | 2332 |
| 4_1_cts | 32380 | 211200 | 27041 | 2209 |
| 3_5_place_dp | 32380 | 211200 | 27041 | 2208 |
| 3_3_place_gp | 32370 | 211200 | 27041 | 2195 |
| 2_1_floorplan | 31160 | 200300 | 21959 | 2083 |
## synth_stat cells, drive strengths merged, types with 9 or more instances
master | count | area, µm²
mux2i | 12 | 120.1
a2111oi | 13 | 145.1
xnor3 | 22 | 499.2
o41ai | 21 | 210.2
a31oi | 20 | 131.4
maj3 | 10 | 100.1
clkbuf | 1015 | 3810
o22ai | 14 | 93.84
and3 | 99 | 619.3
o21bai | 179 | 1344
nand4 | 26 | 162.7
nand3 | 140 | 700.7
inv | 4829 | 18130
nor3 | 107 | 540.5
nand3b | 9 | 80.08
a211oi | 20 | 155.1
or2 | 77 | 481.7
nor4 | 48 | 319.1
o21ai | 210 | 1051
ha | 2292 | 28680
or4 | 11 | 82.58
xor2 | 404 | 3576
o31ai | 27 | 212.7
nor2 | 602 | 2260
o31a | 11 | 96.34
nor3b | 15 | 112.6
fa | 4668 | 93450
and2 | 2410 | 15080
nand2 | 1847 | 6933
o211ai | 14 | 105.1
a21oi | 473 | 2367
nand2b | 248 | 1551
o21ba | 15 | 150.1
a21o | 172 | 1291
xnor2 | 1339 | 11800
a21boi | 14 | 105.1
nor2b | 259 | 1620
a221oi | 20 | 181.4
o21a | 43 | 322.8
or3 | 26 | 162.7
buf | 42 | 180.2
## final timing paths
| check | cells past startpoint | end | slack [ps] |
|---|---|---|---|
| worst min-delay path | 6 | fft_data_im_o[49] | 32370 |
| worst max-delay path | 94 | fft_data_re_o[68] | 21150 |
## per-layer routing
metal | GRT usage | vias up | share of wire
met5 | 0.005435 | - | 0.00077
met1 | 0.4328 | 69710 | 0.39
li1 | - | 64360 | -
met2 | 0.4782 | 4486 | 0.46
met3 | 0.1419 | 618 | 0.11
met4 | 0.1022 | 28 | 0.045
## cell usage in the layout, fill, tap and decap left out, drive strengths merged, types with 21 or more instances in the layout
master | Yosys | routed
buf | 42 | 514
o21a | 43 | 43
or3 | 26 | 26
a21oi | 473 | 473
nor3 | 107 | 107
nand2 | 1847 | 1847
and2 | 2410 | 2410
xnor3 | 22 | 22
diode | 0 | 37
a21o | 172 | 172
nand3 | 140 | 140
o41ai | 21 | 21
xnor2 | 1339 | 1339
fa | 4668 | 4668
nor2b | 259 | 259
inv | 4829 | 4829
or2 | 77 | 77
o21ai | 210 | 210
xor2 | 404 | 404
ha | 2292 | 2292
and3 | 99 | 99
nor2 | 602 | 602
nand4 | 26 | 26
o31ai | 27 | 27
nand2b | 248 | 248
nor4 | 48 | 48
o21bai | 179 | 179
clkdlybuf4s50 | 0 | 360
## tightest hold or removal path, cell delays in order
cell and delay, ps:
buf_6 210, buf_4 360, nand2_1 170, xnor2_2 190, xor2_1 130, clkdlybuf4s50_1 410
Power and IR drop assume default switching activity.
